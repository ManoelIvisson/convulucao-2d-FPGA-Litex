==> design.v <==
module conv_soc_wrapper #(
    parameter PIX_W = 8,
    parameter COEF_W = 16,
    parameter ACC_W = 32,
    parameter IMG_W = 64
)(
    input  logic sys_clk,
    input  logic sys_rst,
    input  logic                csr_kernel_wr,
    input  logic [3:0]          csr_kernel_addr,
    input  logic [COEF_W-1:0]   csr_kernel_data,
    input  logic                csr_pix_wr,
    input  logic [PIX_W-1:0]    csr_pix_data_in,
    input  logic                csr_pix_rd,     
    output logic [PIX_W-1:0]    csr_pix_data_out,
    output logic                status_in_full,
    output logic                status_out_empty
);
    logic fifo_in_empty, fifo_in_rd;
    logic [PIX_W-1:0] core_pix_in;
    logic core_valid_out;
    logic [PIX_W-1:0] core_pix_out;
    logic fifo_out_full;
    logic [PIX_W-1:0] mem_in [0:127];  
    logic [6:0] wr_ptr_in = 0, rd_ptr_in = 0;
    logic [6:0] count_in = 0;
    assign status_in_full = (count_in == 127);
    assign fifo_in_empty = (count_in == 0);
    assign core_pix_in = mem_in[rd_ptr_in];
    always_ff @(posedge sys_clk) begin
        if (sys_rst) begin
            wr_ptr_in <= 0; rd_ptr_in <= 0; count_in <= 0;
        end else begin
            if (csr_pix_wr && !status_in_full) begin
                mem_in[wr_ptr_in] <= csr_pix_data_in;
                wr_ptr_in <= wr_ptr_in + 1;
                if (!fifo_in_rd) count_in <= count_in + 1;
            end else if (fifo_in_rd && !csr_pix_wr) begin
                count_in <= count_in - 1;
            end
            if (fifo_in_rd) begin
                rd_ptr_in <= rd_ptr_in + 1;
            end
        end
    end
    assign fifo_in_rd = !fifo_in_empty && !fifo_out_full;
    conv_top #(
        .PIX_W(PIX_W), .COEF_W(COEF_W), .ACC_W(ACC_W), 
        .IMG_W(IMG_W), .USE_ABS(1), .SHIFT(2)  
    ) core (
        .clk(sys_clk),
        .rstn(!sys_rst),
        .valid_in(fifo_in_rd),
        .px_in(core_pix_in),
        .kernel_wr(csr_kernel_wr),
        .kernel_addr(csr_kernel_addr),
        .kernel_data(csr_kernel_data),
        .valid_out(core_valid_out),
        .px_out(core_pix_out)
    );
    logic [PIX_W-1:0] mem_out [0:127];
    logic [6:0] wr_ptr_out = 0, rd_ptr_out = 0;
    logic [6:0] count_out = 0;
    assign fifo_out_full = (count_out == 127);
    assign status_out_empty = (count_out == 0);
    assign csr_pix_data_out = mem_out[rd_ptr_out];
    always_ff @(posedge sys_clk) begin
        if (sys_rst) begin
            wr_ptr_out <= 0; rd_ptr_out <= 0; count_out <= 0;
        end else begin
            if (core_valid_out && !fifo_out_full) begin
                mem_out[wr_ptr_out] <= core_pix_out;
                wr_ptr_out <= wr_ptr_out + 1;
                if (!csr_pix_rd) count_out <= count_out + 1;
            end else if (csr_pix_rd && !core_valid_out) begin
                count_out <= count_out - 1;
            end
            if (csr_pix_rd && !status_out_empty) begin
                rd_ptr_out <= rd_ptr_out + 1;
            end
        end
    end
endmodule
module conv_top #(
  parameter PIX_W   = 8,     
  parameter COEF_W  = 16,    
  parameter ACC_W   = 32,    
  parameter IMG_W   = 128,   
  parameter USE_ABS = 1,   
  parameter SHIFT = 0
)(
  input  logic                 clk,
  input  logic                 rstn,
  input  logic                 valid_in,
  input  logic [PIX_W-1:0]     px_in,
  input  logic                 kernel_wr,
  input  logic [3:0]           kernel_addr,  
  input  logic signed [COEF_W-1:0] kernel_data,
  output logic                 valid_out,
  output logic [PIX_W-1:0]     px_out
);
  logic signed [COEF_W-1:0] kernel [0:8];
  integer i;
  always_ff @(posedge clk) begin
    if (!rstn) begin
      for (i=0;i<9;i=i+1) kernel[i] <= '0;
    end else begin
      if (kernel_wr) kernel[kernel_addr] <= kernel_data;
    end
  end
  logic [PIX_W-1:0] w00, w01, w02;
  logic [PIX_W-1:0] w10, w11, w12;
  logic [PIX_W-1:0] w20, w21, w22;
  logic window_valid;
  linebuffer_3x3 #(.PIX_W(PIX_W), .IMG_W(IMG_W)) lb (
    .clk(clk), .rstn(rstn),
    .valid_in(valid_in), .px_in(px_in),
    .w00(w00), .w01(w01), .w02(w02),
    .w10(w10), .w11(w11), .w12(w12),
    .w20(w20), .w21(w21), .w22(w22),
    .valid_out(window_valid)
  );
  logic signed [ACC_W-1:0] acc_out;
  mac9 #(.PIX_W(PIX_W), .COEF_W(COEF_W), .ACC_W(ACC_W)) mac (
    .clk(clk), .rstn(rstn),
    .px0(w00), .px1(w01), .px2(w02),
    .px3(w10), .px4(w11), .px5(w12),
    .px6(w20), .px7(w21), .px8(w22),
    .k0(kernel[0]), .k1(kernel[1]), .k2(kernel[2]),
    .k3(kernel[3]), .k4(kernel[4]), .k5(kernel[5]),
    .k6(kernel[6]), .k7(kernel[7]), .k8(kernel[8]),
    .acc_out(acc_out)
  );
  logic signed [ACC_W-1:0] acc_proc;
  logic signed [ACC_W-1:0] acc_shifted;
  logic signed [ACC_W-1:0] acc_abs;
  logic signed [ACC_W-1:0] acc_norm;
  always_comb begin
    if (USE_ABS && acc_out[ACC_W-1])
      acc_abs = -acc_out;
    else
      acc_abs = acc_out;
    acc_norm = acc_abs >>> SHIFT;
  end
  always_ff @(posedge clk) begin
  if (!rstn) begin
    px_out    <= '0;
    valid_out <= 1'b0;
  end else begin
    if (window_valid) begin
      if (acc_norm <= 0)
        px_out <= '0;
      else if (acc_norm >= (1<<PIX_W)-1)
        px_out <= {(PIX_W){1'b1}};
      else
        px_out <= acc_norm[PIX_W-1:0];
      valid_out <= 1'b1;
    end else begin
      valid_out <= 1'b0;
    end
  end
end
endmodule
module linebuffer_3x3 #(
  parameter PIX_W = 8,
  parameter IMG_W = 128
)(
  input  logic                 clk,
  input  logic                 rstn,
  input  logic                 valid_in,
  input  logic [PIX_W-1:0]     px_in,
  output logic [PIX_W-1:0] w00, w01, w02,
  output logic [PIX_W-1:0] w10, w11, w12,
  output logic [PIX_W-1:0] w20, w21, w22,
  output logic                 valid_out
);
  logic [PIX_W-1:0] line0 [0:IMG_W-1];  
  logic [PIX_W-1:0] line1 [0:IMG_W-1];  
  logic [PIX_W-1:0] sreg0, sreg1;
  integer col;
  integer row;
  integer c0, c1, c2;
  logic first_rows_filled;
  always_ff @(posedge clk) begin
    if (!rstn) begin
      col <= 0;
      row <= 0;
      first_rows_filled <= 1'b0;
      valid_out <= 1'b0;
    end else begin
      if (valid_in) begin
        sreg1 <= sreg0;
        sreg0 <= px_in;
        w20 <= line1[col];  
        line0[col] <= line1[col];
        line1[col] <= px_in;
        if (col == IMG_W-1) begin
          col <= 0;
          row <= row + 1;
          if (row >= 1) first_rows_filled <= 1'b1;
        end else begin
          col <= col + 1;
        end
        c0 = (col >= 2) ? (col-2) : -1;
        c1 = (col >= 1) ? (col-1) : -1;
        c2 = col;
        if (c0 == -1) w00 <= 0; else w00 <= line0[c0];
        if (c1 == -1) w01 <= 0; else w01 <= line0[c1];
        w02 <= line0[c2];
        if (c0 == -1) w10 <= 0; else w10 <= line1[c0];
        if (c1 == -1) w11 <= 0; else w11 <= line1[c1];
        w12 <= line1[c2];
        w20 <= (c0 == -1) ? 0 :   ( (c0 == col) ? px_in : (c0 == col-1 ? sreg0 : sreg1) );
        w21 <= (c1 == -1) ? 0 : ( (c1 == col) ? px_in : (c1 == col-1 ? sreg0 : sreg1) );
        w22 <= ( (c2 == col) ? px_in : (c2 == col-1 ? sreg0 : sreg1) );
        if (first_rows_filled && col >= 2) valid_out <= 1'b1;
        else valid_out <= 1'b0;
      end else begin
        valid_out <= 1'b0;
      end
    end
  end
endmodule
module mac9 #(
  parameter PIX_W  = 8,
  parameter COEF_W = 16,
  parameter ACC_W  = 32
)(
  input  logic                clk,
  input  logic                rstn,
  input  logic [PIX_W-1:0]    px0, px1, px2,
  input  logic [PIX_W-1:0]    px3, px4, px5,
  input  logic [PIX_W-1:0]    px6, px7, px8,
  input  logic signed [COEF_W-1:0] k0,k1,k2,k3,k4,k5,k6,k7,k8,
  output logic signed [ACC_W-1:0] acc_out
);
  logic signed [COEF_W+PIX_W-1:0] p0,p1,p2,p3,p4,p5,p6,p7,p8;
  always_ff @(posedge clk) begin
    if (!rstn) begin
      p0 <= '0; p1 <= '0; p2 <= '0;
      p3 <= '0; p4 <= '0; p5 <= '0;
      p6 <= '0; p7 <= '0; p8 <= '0;
      acc_out <= '0;
    end else begin
      p0 <= $signed({{(COEF_W){1'b0}}, px0}) * k0;
      p1 <= $signed({{(COEF_W){1'b0}}, px1}) * k1;
      p2 <= $signed({{(COEF_W){1'b0}}, px2}) * k2;
      p3 <= $signed({{(COEF_W){1'b0}}, px3}) * k3;
      p4 <= $signed({{(COEF_W){1'b0}}, px4}) * k4;
      p5 <= $signed({{(COEF_W){1'b0}}, px5}) * k5;
      p6 <= $signed({{(COEF_W){1'b0}}, px6}) * k6;
      p7 <= $signed({{(COEF_W){1'b0}}, px7}) * k7;
      p8 <= $signed({{(COEF_W){1'b0}}, px8}) * k8;
      acc_out <= p0 + p1 + p2 + p3 + p4 + p5 + p6 + p7 + p8;
    end
  end
endmodule
==> run.sh <==
#!/bin/bash
# OpenROAD 26Q1-2900-gdf79404cd8, Yosys 0.63+post, stock flow scripts
make -C /OpenROAD-flow-scripts/flow DESIGN_CONFIG=/design/flow/config.mk WORK_HOME=/design/flow/orfs finish
==> config.mk <==
export PLATFORM = sky130hd
export DESIGN_NAME = conv_soc_wrapper
export DESIGN_NICKNAME = conv_soc_wrapper
export VERILOG_FILES = /design/flow/design.v
export SDC_FILE = /design/flow/constraint.sdc
export NUM_CORES = 4
export LEC_CHECK = 1
export CORE_UTILIZATION = 40
==> constraint.sdc <==
current_design conv_soc_wrapper

set clk_period 54.8
set clk_io_pct 0.2

create_clock -name clk0 -period $clk_period [get_ports {sys_clk}]

set non_clock_inputs [all_inputs -no_clocks]
set_input_delay [expr $clk_period * $clk_io_pct] -clock clk0 $non_clock_inputs
set_output_delay [expr $clk_period * $clk_io_pct] -clock clk0 [all_outputs]
==> metrics.cfg <==
[setup_path]
r2r_start = core.lb.col[1]$_SDFFE_PP0P_
worstSetupEndpoint = csr_pix_data_out[6]
slowest_stage = dfxtp_4
crit_type = reg -> out
crit_chain = buf_12, buf_4, buf_4, mux4_2, mux4_2, mux4_2, mux2_2, clkdlybuf4s50_1
crit_path_frequent_cell = mux4_2
slowest_delay_ns = 0.73
r2r_end = core.lb.w11[2]$_SDFFCE_PN0P_
crit_fanout = 77
critPathRequiredTime_ns = 43.84
arrival_ns = 6.21
r2r_cells = 13
end_kind = output pin
start_kind = register
critPathLaunch = rd_ptr_out[0]$_SDFFE_PP0P_
r2r_setup_slack_ns = 47.61

[floorplanning]
rows = 261
dieArea_mm2 = 0.511
coreArea_mm2 = 0.506
die_h_um = 715
initCoreUtil_pct = 40.2
io_pins = 43
die_w_um = 715

[grt]
grt_max_degree = 106
overflow = 0
grt_usage_pct = 26.7
grt_pass1_wl_um = 914000
grt_util_met2_pct = 38.7
grt.busiest_layer = met2
grt_pass1_vias = 134000
antenna_found_initial = 50
grtUsageMet1_pct = 31.3
grt_util_met3_pct = 17.3

[layout]
drive_gt1_share_pct = 15.7
syn2layout_area_growth_pct = 11.8
num-fill-cells = 44300

[placement]
dp_slack_ns = 38.52
hpwl_um = 414000
gp_congestion = 1.01
io_buffers = 42

[route]
dr.pass1.iters = 7
antenna_left = 0
avgViaCountPerCell = 5.65
wl_per_cell_um = 27.8
post-route-drc-count = 0
finalWirelength_um = 627000
vias = 127000
drt_iter0_markers = 8802

[synth]
top_area_cell = edfxtp_1
ys_cells = 15200
netlist_top_cells_count = edfxtp_1 (3296), inv_1 (1590), nand2_1 (1512)
synth_area_mm2 = 0.203
synth_flops = 3667
synth-edff-count = 3296
yosysChipArea_mm2 = 0.203
synth.distinct_cells = 91
area_leaders = edfxtp_1 (49%), mux4_2 (11%), fa_1 (11%), dfxtp_1 (3.7%), ha_1 (2.9%)
top_cell = edfxtp_1
yosysWarningCount = 4
ff_type = edfxtp_1
syn_inst = 15200
synth_seq_share_pct = 52.3
top_cell_area_share_pct = 48.7
syn_area_per_cell_um2 = 13.4
synthArstFlopShare_pct = 0

[sta]
relSlewSlack_pct = 15.9
hold_violations = 0
slew_viol_final = 0
tightest_slew_ns = 1.26
worst_slack_ns = 37.63
clock.fmax_ghz = 0.0582
rsz0062_at_grt = no
skew_ns = 0.192
fin_hold_ws_ns = 0.497
finalSetupViolCount = 0
setup_tns_ns = 0
fin_crit_sh_pct = 31.3
finalCriticalPeriod_ns = 17.17

[clocking]
path_clk_slew_ns = 0.06
clk_latency_ns = 1.14
cts_htree_levels = 5
cts_sinks = 3667
ctsLongestPathBuffers = 4
clockRootBuffer = clkbuf_16
cts_setup_buffers = 0
cts_resized = 0
cts_made_buffers = 394
cts_tree = done
cts_hold_buf = 0

[hold_path]
hold_path_class = reg -> reg

[job]
cap_violations = 0
warnings = 48

[run_status]
status = complete, no violations

[metrics by stage]
| stage | instance area [µm²] | utilization, % | cells |
|---|---|---|---|
| detailed placement | 214000 | 42.3 | 21700 |
| global placement | 214000 | 42.3 | 21700 |
| finish | 227000 | 44.9 | 22500 |
| global route | 227000 | 44.9 | 22500 |
| CTS | 227000 | 44.9 | 22400 |
| floorplan | 203000 | - | 15200 |
[worst max-delay path: cells and delay by family, from the launching register on]
family	cells	cell delay [ns]
flops	1	0.73
buf+inv	4	2.31
mux	4	2.02
[logic make-up (layout without fill, tap and decap cells)]
logic type,Yosys count,count (layout),synth area share (%)
compound gates,1642,1642,5.26
other cells,0,78,0
fa+ha+maj,1551,1551,13.5
mux,1437,1437,13.3
buf+inv,2384,2912,4.47
xor+xnor,308,308,1.33
flops,3667,3667,52.3
simple gates,4205,4205,9.83
[flip-flops by register name, indices dropped and copies added, names as in the netlist, 24 cells and up, named ones only]
name / count
core.kernel: 144
core.lb.col: 32
core.lb.line0: 512
core.lb.line1: 512
core.lb.row: 32
core.mac.acc_out: 32
core.mac.p0: 24
core.mac.p1: 24
core.mac.p2: 24
core.mac.p3: 24
core.mac.p4: 24
core.mac.p5: 24
core.mac.p6: 24
core.mac.p7: 24
core.mac.p8: 24
mem_in: 1024
mem_out: 1024
[how the worst min path moves through the flow]
stage	from	end	slack, ns	cells past startpoint
6_report	rd_ptr_out[5]$_SDFFE_PP0P_	rd_ptr_out[5]$_SDFFE_PP0P_	0.50	2
4_1_cts	rd_ptr_out[5]$_SDFFE_PP0P_	rd_ptr_out[5]$_SDFFE_PP0P_	0.49	2
5_1_grt	rd_ptr_out[5]$_SDFFE_PP0P_	rd_ptr_out[5]$_SDFFE_PP0P_	0.53	2
[per-layer routing]
layer	part of all wire [%]	up-vias
met2	45	7550
met5	0.17	-
met3	15	1778
li1	-	55400
met4	6.8	50
met1	33	62500
[final cells by class]
class | instances | area (µm²) | share of cell area (%)
diodes | 78 | 195 | 0.0859
clock buffers | 472 | 10300 | 4.55
clock inverters | 264 | 2930 | 1.29
inverters | 1591 | 5980 | 2.63
multi-input cells | 9143 | 88300 | 38.8
flip-flops and latches | 3667 | 106000 | 46.9
well taps | 6706 | 8390 | 3.69
repair buffers | 585 | 4610 | 2.03
[layout by cell type (no fill, tap or decap), types with 398 or more instances in the layout]
master and n:
a21oi_1 453, clkbuf_16 398, fa_1 1073, ha_1 477, mux4_2 995, buf_4 541, nor2_1 747, inv_1 1587
and2_1 840, edfxtp_1 3296, nand2_1 1507
